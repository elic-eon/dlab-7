<file path="config.mk">
export PLATFORM = sky130hd
export DESIGN_NAME = Lab7test1
export DESIGN_NICKNAME = Lab7test1
export VERILOG_FILES = /design/flow/design.v
export SDC_FILE = /design/flow/constraint.sdc
export NUM_CORES = 4
export LEC_CHECK = 1
export CORE_AREA = 10 10 111 111
export DIE_AREA = 0 0 121 121
</file>
<file path="constraint.sdc">
current_design Lab7test1

set clk_period 1.1
set clk_io_pct 0.2

create_clock -name clk0 -period $clk_period [get_ports {iCLK_50}]

set non_clock_inputs [all_inputs -no_clocks]
set_input_delay [expr $clk_period * $clk_io_pct] -clock clk0 $non_clock_inputs
set_output_delay [expr $clk_period * $clk_io_pct] -clock clk0 [all_outputs]
</file>
<file path="design.v">
`timescale 1ns / 1ps
module Lab7test1(
  input iCLK_50,
  input [3:0] iSW,
  input ROT_A,
  input ROT_B,
  output reg oVGA_R,
  output reg oVGA_G,
  output reg oVGA_B,
  output oHS,
  output oVS,
  output [7:0] oLED
);
reg         CLK_25;
wire        reset;
wire [11:0] hcounter;
wire [10:0] vcounter;
reg   [7:0] led_buf;
assign oLED=led_buf;
assign reset = iSW[3];
always @(posedge iCLK_50)
	if(iCLK_50)
	CLK_25=~CLK_25;
VGA_control vga_c(
  .CLK(CLK_25),
  .reset(reset),
  .vcounter(vcounter),
  .hcounter(hcounter),
  .visible(visible),
  .oHS(oHS),
  .oVS(oVS)
);
always @(*)
begin
	if(visible) begin  
		case ({iSW[1],iSW[0]})
		2'b00:
		begin
			oVGA_R=hcounter[7];
			oVGA_G=hcounter[8];
			oVGA_B=hcounter[9];
		end
		2'b01:
		begin
			oVGA_R=vcounter[6];
			oVGA_G=vcounter[7];
			oVGA_B=vcounter[8];
		end
		2'b10:
		begin
			oVGA_R=hcounter[5];
			oVGA_G=vcounter[5];
			oVGA_B=1'b0;
		end
		2'b11:
		begin
			oVGA_R=hcounter[5] ~^ vcounter[5]; 
			oVGA_G=1'b0;
			oVGA_B=hcounter[5] ~^ vcounter[5]; 
		end
		default:
		begin
			oVGA_R=oVGA_R;
			oVGA_G=oVGA_G;
			oVGA_B=oVGA_B;
		end
		endcase
	end else begin
		oVGA_R=1'b0;
		oVGA_G=1'b0;
		oVGA_B=1'b0;
	end
end
endmodule
`timescale 1ns / 1ps
module VGA_control(
    input CLK,
    input reset,
    output reg [10:0] vcounter,
    output reg [11:0] hcounter,
    output reg visible,
    output reg oHS,
    output reg oVS
    );
	always@(posedge CLK or posedge reset)
	begin
		if(reset) begin
			hcounter<=0;
			vcounter<=0;
		end else begin
			hcounter<=hcounter+1;
			if(hcounter==11'd800) 
				begin
				hcounter<=0;
				vcounter<=vcounter+1;
				end
			if(vcounter==10'd525) 
				begin
				vcounter<=0;
				end
		end
	end
	always@(posedge CLK or posedge reset)
	begin
		if(reset) begin
			visible<=0;
			oHS<=0;
			oVS<=0;
		end else begin
			if(hcounter>=11'd0 & hcounter < 11'd640 & vcounter >= 10'd0 &vcounter < 10'd480 ) 
				visible <=1;
			else
				visible<=0;
			if(hcounter >= 11'd656 & hcounter < 11'd752) 
				oHS<=0;
			else
				oHS<=1;
			if(vcounter >= 10'd490 & vcounter < 10'd492) 
				oVS<=0;
			else
				oVS<=1;
		end
	end
endmodule
</file>
<file path="run.sh">
#!/bin/bash
# OpenROAD 26Q1-2900-gdf79404cd8, Yosys 0.63+post, stock flow scripts
make -C /OpenROAD-flow-scripts/flow DESIGN_CONFIG=/design/flow/config.mk WORK_HOME=/design/flow/orfs finish
</file>
==> results.md <==
| Step | Parameter | Value |
|:---|:---|:---|
| power and ir drop | Power Density | 55.1 nW/um^2 |
| logic synthesis | Fraction of the yosys area taken by sequential cells | 45.1% |
| floorplanning | Number of top-level pins | 20 |
| timing | Total Negative Setup Slacks | 0 ns |
| power and ir drop | Max IR drop VDD | 0.000154 V |
| logic synthesis | Commonest cells in the netlist | sky130_fd_sc_hd__dfrtp_1, sky130_fd_sc_hd__nor2_1, sky130_fd_sc_hd__xnor2_1, sky130_fd_sc_hd__buf_4, sky130_fd_sc_hd__nand2_1 |
| timing | # setup viols final | 0 |
| global route | Remaining global-route overflow | 0 |
| timing | Number of unconstrained endpoints | 28 |
| job | Tool warnings | 33 |
| drt | Final antenna-violating net count | 0 |
| critical path | CP Cell Sequence | buf_6 -> mux2i_1 -> o22ai_1 -> and2_1 -> buf_2 |
| clock tree | Clock-pin transition on the worst setup and hold timing paths | 0 ns |
| floorplanning | Chip footprint | 14600 um^2 |
| drt | First-pass iteration count of the detailed router | 4 |
| logic synthesis | Most used standard cell by instance count after synthesis | sky130_fd_sc_hd__dfrtp_1 |
| critical path | Max FO, Critical Path | 4 |
| timing | Post-layout period usage | 95.7% |
| logic synthesis | Yosys top cell area share | 43.8% |
| clock tree | Clk Latency, worst-skew pair | 0 ns |
| worst hold path | Cell depth of the worst hold path | 1 |
| floorplanning | Total core area | 9860 um^2 |
| placement | Global placement routability congestion | 0.817 |
| drt | Antenna diode instance count | 0 |
| global route | Initial antenna violation count | 0 |
| logic synthesis | Library cell occupying the most area in the post-synthesis netlist | sky130_fd_sc_hd__dfrtp_1 |
| global route | Pin count of the biggest net entering global routing | 27 |
| timing | Achievable clock frequency | 950 MHz |
| timing | Setup repair after global routing missed its margin | no |
| global route | Global-route wire length before repair | 4450 um |
| job | Max-Cap Viols | 0 |
| power and ir drop | Static power due to leakage | 0.735 nW |
| global route | Overall Global Routing Usage | 3.49% |
| critical path | Setup CP Type | in -> out |
| drt | DRC violation count after routing | 0 |
| logic synthesis | Number of enable-type register cells in the synthesized netlist | 0 |
| timing | Number of endpoints with negative hold slack in the final report | 0 |
| critical path | Reg-to-Reg Start | CLK_25 |
| logic synthesis | Area of the mapped netlist | 1490 um^2 |
| critical path | Library cell contributing the largest single delay on the critical path | sky130_fd_sc_hd__mux2i_1 |
| logic synthesis | Syn Inst Count | 149 |
| logic synthesis | Number of warning messages in the yosys log | 11 |
| drt | Via count | 946 |
| logic synthesis | Flip-flop and latch count after synthesis | 27 |
| drt | Iteration-0 DRC count of the detailed router | 30 |
| timing | Clock tree skew after final layout | 0 ns |
| power and ir drop | Final total power | 0.0000940 W |
| floorplanning | Die outline height | 121 um |
| logic synthesis | Synth area leaders | sky130_fd_sc_hd__dfrtp_1, sky130_fd_sc_hd__xnor2_1, sky130_fd_sc_hd__buf_4 |
| critical path | Critical Path Source | iSW[1] |
| worst hold path | Worst Min Path Start | CLK_25 |
| drt | Post-DR wirelength/cell | 9.00 um |
| timing | Minimum period implied by the final worst setup slack | 1.05 ns |
| status | Status | finished, final reports clean |
| drt | Detailed Route WL | 2570 um |
| placement | Count of input and output buffers | 8 |
| logic synthesis | # Cells Yosys | 149 |
| logic synthesis | Post-synthesis async set-or-reset flop share | 96.3% |
| logic synthesis | Distinct lib cells used | 35 |
| logic synthesis | Dominant Register Cell | sky130_fd_sc_hd__dfrtp_1 |
| logic synthesis | Mapped Avg Cell Area | 9.98 um^2 |
| final layout | Combined flip-flop and latch cell area | 671 um^2 |
| drt | Detail-routed via count per cell | 3.31 |
| clock tree | CTS Hold Bufs | 0 |
| final layout | Share of cells above drive strength 1 | 11.1% |
| critical path | Delay of the slowest critical-path stage | 0.19 ns |
| final layout | Synth-to-layout area growth | 14.6% |
| logic synthesis | Yosys synthesis chip area | 1490 um^2 |
| global route | Vias in the first global route | 905 |
| final layout | Total area of multi-input combinational cells | 743 um^2 |
| timing | Final Max Slew Viols | 0 |
| final layout | Filler cell count | 1062 |
| placement | Final HPWL DP | 1970 um |
| final layout | Area of all placed cells without fillers | 1700 um^2 |
| critical path | Length in cells of the worst reg-to-reg path | 1 |
| floorplanning | Std-Cell Rows | 36 |
| critical path | Required time at the worst-slack endpoint | 0.88 ns |
| floorplanning | Die W | 121 um |
| timing | Number of register pins that no clock reaches | 26 |
| critical path | Type of element capturing the critical path | primary output |
| critical path | Launching element type of the critical path | primary input |
| critical path | Crit path arrival time | 0.83 ns |
| worst hold path | Hold crit path type | reg -> reg |
| placement | Area after DPL | 1700 um^2 |
| floorplanning | Effective utilization at floorplan | 15.1% |
-- critical path: cells and delay by family --
family	cells	cell delay [ns]
buf+inv	2	0.19
mux	1	0.19
simple gates	1	0.13
compound gates	1	0.10
-- flip-flops by register name (all words and copies together), names as in the netlist --
signal and flops:
CLK_25 1, vga_c.hcounter 12, vga_c.oHS 1, vga_c.oVS 1, vga_c.vcounter 11, vga_c.visible 1
-- layout by cell type, fill, tap and decap left out, drive strengths merged --
cell type	netlist	routed
a211oi	1	1
a21oi	1	1
and2	3	3
and3	5	5
and4	2	2
and4bb	1	1
buf	12	9
clkdlybuf4s50	0	3
conb	1	8
dfrtp	26	26
dfxtp	1	1
ha	4	4
inv	6	6
mux2i	6	6
nand2	9	9
nand2b	3	3
nand3	8	8
nand4	6	6
nor2	14	14
nor2b	1	1
nor3	1	1
nor3b	1	1
nor4	5	5
nor4b	1	1
nor4bb	1	1
o21a	1	1
o21ai	2	2
o22ai	1	1
or3	2	2
or4	1	1
or4b	1	1
xnor2	12	12
xor2	7	7
-- per-stage QoR --
stage	utilization [%]	worst slack, ns	cells	hold WS (ns)
after floorplan	-	0.307	156	0.537
after global placement	17.2	-0.799	286	0.378
after detailed placement	17.2	-0.823	286	0.381
after CTS	17.1	0.0184	286	0.382
after global routing	17.3	0.00557	286	0.391
final	17.3	0.0468	286	0.372
-- timing repair --
| action | CTS | global route |
|---|---|---|
| setup endpoints to repair | 3 | 2 |
| pin swaps | 7 | 2 |
| resized | 24 | 3 |
| setup buffers | 0 | 0 |
-- layer usage --
metal	up-vias	track usage (%)	share of wire, %
met5	-	0	0
met4	0	0.151	0
met3	0	0.331	3.1
met2	13	5.24	42
met1	433	5.52	55
li1	500	-	-
-- power by group --
part | switching, W | leakage (nW) | internal (W)
logic | 0.0000313 | 0.391 | 0.0000267
clock network | 0 | 0 | 0
registers | 0 | 0.345 | 0.0000360
total | 0.0000313 | 0.735 | 0.0000627
-- area by class of cell --
type / count / share of cell area, %
repair buffers: 12 / 5.95
multi-input cells: 108 / 43.6
flip-flops and latches: 27 / 39.4
inverters: 6 / 1.32
well taps: 133 / 9.77
-- cells by family (layout without fill, tap and decap cells) --
group	after synthesis	count (layout)	synth area share (%)
buffers and inverters	21	18	7.83
multiplexers	6	6	4.04
AND/OR/NAND/NOR	65	65	25.8
AND-OR/OR-AND	6	6	2.44
flip-flops	27	27	45.1
other	1	8	0.252
XOR/XNOR	19	19	11.2
adder cells (fa/ha/maj)	4	4	3.37
-- path summary, 6_finish.rpt --
path | end | slack, ns
setup / recovery | oVGA_G | 0.05
hold / removal | CLK_25 | 0.37
hold reg to reg | CLK_25 | 0.37
setup reg to reg | CLK_25 | 0.63
Power is estimated from default activity; no workload was simulated.
