==> ./design.v <==
module draw_ball(
  vcounter,
  hcounter,
  visible,
  color,
  radius,
  ball_x,
  ball_y,
  VGA_R,
  VGA_G,
  VGA_B
);
input [10:0] vcounter;
input [11:0] hcounter;
input  [1:0] color;
input        visible;
input  [2:0] radius;
input [10:0] ball_x;
input [10:0] ball_y;
output       VGA_R;
output       VGA_G;
output       VGA_B;
reg          VGA_R;
reg          VGA_G;
reg          VGA_B;
wire [31:0] ball_size;
assign ball_size = ((hcounter - ball_x)*(hcounter - ball_x)+(vcounter - ball_y)*(vcounter - ball_y));
always@(*)
begin
  VGA_R = 1'b0;
  VGA_G = 1'b0;
  VGA_B = 1'b0;
  if(visible)begin
    if(ball_size <= ((radius*5+50)*(radius*5+50))) begin
      if(color == 2'd1) begin
        VGA_R = 1'b1;
        VGA_G = 1'b0;
        VGA_B = 1'b0;
      end else if(color == 2'd2) begin
        VGA_R = 1'b0;
        VGA_G = 1'b1;
        VGA_B = 1'b0;
      end else if(color == 2'd3) begin
        VGA_R = 1'b0;
        VGA_G = 1'b0;
        VGA_B = 1'b1;
      end
    end
  end
end
endmodule
==> ./run.sh <==
#!/bin/bash
# OpenROAD 26Q1-2900-gdf79404cd8, Yosys 0.63+post, stock flow scripts
make -C /OpenROAD-flow-scripts/flow DESIGN_CONFIG=/design/flow/config.mk WORK_HOME=/design/flow/orfs finish
==> ./config.mk <==
export PLATFORM = sky130hd
export DESIGN_NAME = draw_ball
export DESIGN_NICKNAME = draw_ball
export VERILOG_FILES = /design/flow/design.v
export SDC_FILE = /design/flow/constraint.sdc
export NUM_CORES = 4
export LEC_CHECK = 1
export CORE_UTILIZATION = 40
==> ./constraint.sdc <==
current_design draw_ball

set clk_period 18.9
set clk_io_pct 0.2

create_clock -name clk0 -period $clk_period

set non_clock_inputs [all_inputs -no_clocks]
set_input_delay [expr $clk_period * $clk_io_pct] -clock clk0 $non_clock_inputs
set_output_delay [expr $clk_period * $clk_io_pct] -clock clk0 [all_outputs]
==> impl_metrics.env <==
# physical design summary
export IMPL_cp_max_fo=12
export IMPL_log_warning_count=40
export IMPL_max_freq_mhz=54.76
export IMPL_io_pins=54
export IMPL_busiest_layer="met2"
export IMPL_drive_above_1_share=0.02987
export IMPL_slew_headroom=0.4004
export IMPL_cp_start_kind="primary input"
export IMPL_nFillCells=3348
export IMPL_seq_cell_count=0
export IMPL_synthCells=1560
export IMPL_use_met2=0.2965
export IMPL_gp_congestion=0.9626
export IMPL_dr_pass1_iters=5
export IMPL_path_class="in2out"
export IMPL_dpl_cell_count=2062
export IMPL_wirelength_mm=29.46
export IMPL_via_per_inst=4.915
export IMPL_track_usage=0.1862
export IMPL_max_cap_viol_count=0
export IMPL_finalSetupTns_ns=0
export IMPL_fin_util=0.4391
export IMPL_worst_hold_slack_ns=8.496
export IMPL_worstPathArrival_ns=14.48
export IMPL_min_path_type="in2out"
export IMPL_yosys_area_um2=13980
export IMPL_final_max_slew_viol_count=0
export IMPL_rsz0062_at_grt="no"
export IMPL_grt_overflow_total=0
export IMPL_status="completed"
export IMPL_ys_cells=1560
export IMPL_post_cts_buffers=0
export IMPL_use_met3=0.04409
export IMPL_fp_util=0.4058
export IMPL_syn_area_um2=13980
export IMPL_finalSetupViolCount=0
export IMPL_antenna_left=0
export IMPL_yosysWarnings=1
export IMPL_final_cells=2062
export IMPL_grt_antenna_before_repair=0
export IMPL_cts_hold_buf=0
export IMPL_hpwlAfterDp_mm=26.59
export IMPL_clock_buffers=0
export IMPL_die_y_um=189.0
export IMPL_syn_to_final_growth_pct=8.196
export IMPL_use_met1=0.2768
export IMPL_chipArea_um2=35710
export IMPL_drcViolationCount=0
export IMPL_drt_iter0_drc=384
export IMPL_wl_per_cell_um=14.29
export IMPL_row_count=68
export IMPL_seq_area_um2=0
export IMPL_period_needed_ns=18.26
export IMPL_num_antenna_cells=0
export IMPL_cp_slowest_cell="a311oi_1"
export IMPL_vias=10130
export IMPL_die_w_um=189.0
export IMPL_cts_repair_resized=0
export IMPL_core_um2=34460
export IMPL_synth_area_per_cell_um2=8.965
export IMPL_synth_seq_area_share=0
export IMPL_worst_slew_pin_slew_ns=0.8961
export IMPL_grt_first_pass_wirelength_mm=49.85
export IMPL_portBuffers=54
export IMPL_post_route_period_util=0.9662
export IMPL_endpoint_kind="output pin"
export IMPL_max_stage_delay_ns=0.57
export IMPL_grt_max_degree=21
export IMPL_path_common_cell="fa_1"
export IMPL_critPathRequiredTime_ns=15.12
export IMPL_grt_pass1_vias=10370
export IMPL_synth_cell_types=72
export IMPL_hold_viol_final=0
[cell usage after synthesis (7+ instances only)]
cell type | instances | share of area
o21a_1 | 11 | 0.0059
clkinv_1 | 7 | 0.0019
nor2_1 | 115 | 0.031
clkbuf_1 | 22 | 0.0059
a21oi_1 | 41 | 0.015
xor2_1 | 14 | 0.0088
or3_1 | 7 | 0.0031
o21bai_1 | 7 | 0.0038
nand2b_1 | 13 | 0.0058
xnor2_1 | 39 | 0.024
nand2_1 | 107 | 0.029
and2_1 | 19 | 0.0085
nor2b_1 | 14 | 0.0063
inv_1 | 438 | 0.12
nor3_1 | 15 | 0.0054
fa_1 | 339 | 0.49
or2_2 | 8 | 0.0036
a211oi_1 | 7 | 0.0038
ha_1 | 164 | 0.15
a21o_1 | 17 | 0.0091
o21ai_0 | 45 | 0.016
nand3_1 | 10 | 0.0036
[logic make-up (layout without fill, tap and decap cells)]
group	after synthesis	after routing	synth area share
compound gates	182	182	0.08706
xor+xnor	53	53	0.03319
fa+ha+maj	503	503	0.6320
buf+inv	473	520	0.1279
mux	6	6	0.004473
simple gates	343	343	0.1154
[worst max-delay path: cells and delay by family]
family | cells | cell delay [ns]
adder cells (fa/ha/maj) | 10 | 4.44
buffers and inverters | 8 | 1.67
AND/OR/NAND/NOR | 4 | 1.35
AND-OR/OR-AND | 12 | 3.21
[cell usage in the layout, fill, tap and decap left out, types with 3 or more instances in the layout]
cell	count
inv_1	438
fa_1	339
ha_1	164
nor2_1	115
nand2_1	107
clkdlybuf4s50_1	54
o21ai_0	45
a21oi_1	41
xnor2_1	39
buf_4	20
and2_1	19
a21o_1	17
nor3_1	15
nor2b_1	14
xor2_1	14
nand2b_1	13
o21a_1	11
nand3_1	10
or2_2	8
or3_1	7
o21bai_1	7
clkinv_1	7
a211oi_1	7
and3_1	6
o211ai_1	5
a31oi_1	5
nand4_1	5
nor4_1	5
a21boi_0	4
mux2i_1	4
a211oi_2	4
a221o_1	3
o31ai_1	3
nand3b_1	3
[worst paths after layout]
kind,cells after the start,to,from
worst max-delay path,34,VGA_G,ball_x[0]
worst min-delay path,4,VGA_B,color[1]
[cell type report]
type	instances	area [um2]	area share
Inverter	446	1674	0.1106
Multi-Input combinational cell	1087	12200	0.8061
Tap cell	455	569.3	0.03762
Timing Repair Buffer	74	690.7	0.04565
[per-layer routing]
layer	vias up	wire length, um
met5	-	0
met4	0	589
met3	33	1969
met2	256	14590
met1	5014	12310
li1	4831	-
[through the flow]
step           worst slack [ns]  area [um2]
6_report                 0.6387       15130
5_1_grt                 0.01537       15130
4_1_cts                  0.7603       15130
3_5_place_dp             0.7915       15130
3_3_place_gp             0.8399       15130
2_1_floorplan             2.507       13980
