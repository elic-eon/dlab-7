<file path="./design.v">
`timescale 1ns / 1ps
module PS2_Control(
  input CLK,
  input PS2_CLK,
  input PS2_DATA,
  input reset,
  input [2:0] radius,
  output reg [1:0] color,
  output reg [10:0] ball_x,
  output reg [10:0] ball_y
);
reg KCLK_P, KCLK_C;
reg [21:0] ARRAY;
reg [10:0] ball_x_w;
reg [10:0] ball_y_w;
reg  [1:0] color_w;
reg  [1:0] color_t;
reg  [1:0] color_t_w;
wire       enable;
assign enable = KCLK_P - KCLK_C;
always @ (posedge CLK) begin
	if(reset) begin
		KCLK_P <= 0;
		KCLK_C <= 0;
    ARRAY  <= 22'b11_0000_0000_0_11_0000_0000_0;
  end else begin
		KCLK_P <= KCLK_C;
		KCLK_C <= PS2_CLK;
    ARRAY  <= ARRAY;
    if(KCLK_P > KCLK_C) begin
      ARRAY <= {PS2_DATA, ARRAY[21:1]};
    end
  end
end
always @(posedge CLK) begin
  if(reset) begin
    ball_x <= 320;
    ball_y <= 240;
  end else begin
    ball_x <= ball_x_w;
    ball_y <= ball_y_w;
  end
end
always @(ARRAY or ball_y or ball_x or radius) begin
  ball_y_w = ball_y;
  ball_x_w = ball_x;
  if (ARRAY[8:1] == 8'hF0 && {ARRAY[21], ARRAY[11:10], ARRAY[0]} == 4'b1010 && enable) begin
    case(ARRAY[19:12])
      8'h72:
      begin
        if ((ball_y + radius * 5) <= 11'd425)
          ball_y_w = ball_y + 11'd5;
      end
      8'h74:
      begin
        if ((ball_x + radius * 5) <= 11'd585)
          ball_x_w = ball_x + 11'd5;
      end
      8'h6B:
      begin
        if (ball_x >= 11'd55 + radius * 5)
          ball_x_w = ball_x - 11'd5;
      end
      8'h75:
      begin
        if (ball_y >= 11'd55 + radius * 5)
          ball_y_w = ball_y - 11'd5;
      end
    endcase
  end
end
always @(posedge CLK) begin
  if (reset) begin
    color   <= 2'd1;
    color_t <= 2'd1;
  end else begin
    color   <= color_w;
    color_t <= color_t_w;
  end
end
always @(ARRAY or color_t or color) begin
  color_t_w = color_t;
  color_w   = color;
  if (ARRAY[8:1] == 8'hF0 && {ARRAY[21], ARRAY[11:10], ARRAY[0]} == 4'b1010 && enable) begin
    case(ARRAY[19:12])
      8'h16: color_t_w = 2'd1;
      8'h1E: color_t_w = 2'd2;
      8'h26: color_t_w = 2'd3;
      8'h5A: color_w   = color_t;
    endcase
  end
end
endmodule
</file>
<file path="./run.sh">
#!/bin/bash
# OpenROAD 26Q1-2900-gdf79404cd8, Yosys 0.63+post, stock flow scripts
make -C /OpenROAD-flow-scripts/flow DESIGN_CONFIG=/design/flow/config.mk WORK_HOME=/design/flow/orfs finish
</file>
<file path="./config.mk">
export PLATFORM = sky130hd
export DESIGN_NAME = PS2_Control
export DESIGN_NICKNAME = PS2_Control
export VERILOG_FILES = /design/flow/design.v
export SDC_FILE = /design/flow/constraint.sdc
export NUM_CORES = 4
export LEC_CHECK = 1
export CORE_UTILIZATION = 40
</file>
<file path="./constraint.sdc">
current_design PS2_Control

set clk_period 5.0
set clk_io_pct 0.2

create_clock -name clk0 -period $clk_period [get_ports {CLK}]

set non_clock_inputs [all_inputs -no_clocks]
set_input_delay [expr $clk_period * $clk_io_pct] -clock clk0 $non_clock_inputs
set_output_delay [expr $clk_period * $clk_io_pct] -clock clk0 [all_outputs]
</file>
==> impl_metrics.json <==
{
  "status": "completed",
  "cts-buffers-inserted": 5,
  "cp_top_family": "AND-OR/OR-AND gates",
  "ys_seq_frac": 0.2380,
  "drc": 0,
  "n_antenna_cell": 0,
  "critPathLaunchType": "input pin",
  "yosysTopAreaCell": "dfxtp_1",
  "fin_tns_setup_ns": 0,
  "ys_types": 73,
  "worstHoldEndpoint": "KCLK_P",
  "min-delay-start": "KCLK_C",
  "finalHoldViolations": 0,
  "period_used_share": 0.8780,
  "power_density_nw_per_um2": 169.4,
  "io_buffers": 30,
  "leakagePower_nw": 1.907,
  "max_freq_mhz": 227.8,
  "setup_slack_ns": 0.6099,
  "grt_pass1_vias": 3306,
  "ios": 31,
  "wl_microns": 9009,
  "routedWlPerCell_microns": 13.75,
  "grtUsageMet1": 0.2629,
  "drt-initial-drc-count": 178,
  "hold_path_depth": 2,
  "die_w_microns": 104.5,
  "yosys-top-cells-count": "54 x nor2_1, 51 x ha_1, 50 x dfxtp_1",
  "ys.flops": 50,
  "die_h_microns": 104.5,
  "ant_nets": 0,
  "gp_congestion": 0.8348,
  "grt_max_degree": 58,
  "edf_count": 0,
  "max_cap_viol_count": 0,
  "critPathMaxFanout": 11,
  "top_cell": "nor2_1",
  "r2r_cells": 12,
  "warnings": 29,
  "end_kind": "flip-flop",
  "grt_setup_unrepaired": "false",
  "worstMarginPinSlew_ns": 0.6865,
  "crit_chain": "clkdlybuf4s50_1, ha_1, ha_1, inv_1, ha_1, ha_1, a21o_1, a221oi_1, o2bb2ai_1, o211a_1, o311a_1, o21ai_2, nor2_1, a211o_1",
  "layout_min_cycle_time_ns": 4.390,
  "async_reset_ff_frac": 0,
  "grtUsageMet3": 0.01461,
  "clkLatencyLatePin_ns": 0.30,
  "finalPower_mw": 0.7974,
  "slew_headroom": 0.5359,
  "r2r_slack_ns": 1.21,
  "final_cell_area_sq_um": 4706,
  "dp_hpwl_microns": 6653,
  "drtPass1Iterations": 4,
  "crit_slowest_cell": "clkdlybuf4s50_1",
  "ys_cells": 499,
  "grt_pass1_wl_microns": 15570,
  "drive_above_1_share": 0.05202,
  "worstSetupPathType": "in2reg",
  "yosysWarningCount": 1,
  "synth_cells": 499,
  "finalMaxSlewViolations": 0,
  "met2_usage": 0.2843,
  "core_area_sq_um": 10280,
  "cts_setup_buffers": 0,
  "r2r_start": "ARRAY[17]",
  "synth_area_per_cell_sq_um": 8.427,
  "path_clk_slew_ns": 0.10,
  "num_vias": 3545,
  "cts-resized-gates": 0,
  "crit_required_ns": 5.20,
  "area_growth_pct": 11.90,
  "cts-root-buf": "clkbuf_8",
  "antenna_found_initial": 0,
  "rows": 37,
  "cp.arrival_ns": 4.59,
  "cp_num_buf_inv": 2,
  "fin_skew_ns": 0.01434,
  "htreeDepth": 2,
  "cp_slowest_stage_delay_ns": 0.56,
  "holdBufCountCts": 0,
  "cts_tree": "built",
  "synthTopCellsByArea": "dfxtp_1 24%, ha_1 15%, mux2i_1 6.2%, nor2_1 4.8%, xnor2_1 4.4%",
  "placed_area_sq_um": 4599,
  "clk_path_buf_depth": 2,
  "setup-violations-final": 0,
  "flop_cell": "dfxtp_1",
  "peakVddDrop_uv": 107.1,
  "yosys_area_sq_um": 4205,
  "hp-class": "reg2reg",
  "grtUsageTotal": 0.1732,
  "top_usage_layer": "met2",
  "fp_util": 0.4092,
  "path_common_cell": "ha_1",
  "cts.sinks": 50,
  "synth.top_cell.area_share": 0.2380,
  "syn_area_sq_um": 4205,
  "viasPerCell": 5.412,
  "grt_overflow": 0,
  "die_area_sq_um": 10930,
  "dpl_worst_slack_ns": 0.2987,
  "rr_endpoint": "ball_y[10]"
}
registers in the layout, summed over array words and instances (netlist names):
register / flops
ball_x: 11
KCLK_C: 1
ball_y: 11
KCLK_P: 1
color: 2
color_t: 2
ARRAY: 22
placed cells by master (no fill, tap or decap), types with 3 or more instances in the layout:
| cell type | n |
|---|---|
| nor2_1 | 54 |
| ha_1 | 51 |
| dfxtp_1 | 50 |
| a21oi_1 | 33 |
| clkdlybuf4s50_1 | 29 |
| mux2i_1 | 26 |
| inv_1 | 24 |
| xnor2_1 | 21 |
| o21ai_0 | 17 |
| nand2_1 | 16 |
| nor2b_1 | 16 |
| nand3_1 | 14 |
| a211o_1 | 12 |
| a21o_1 | 11 |
| nor3_1 | 11 |
| nand2b_1 | 7 |
| a211oi_1 | 7 |
| or3_1 | 6 |
| xor2_1 | 6 |
| nand4_1 | 5 |
| a31oi_1 | 5 |
| o31ai_1 | 5 |
| clkbuf_8 | 5 |
| and3_1 | 4 |
| o211ai_1 | 4 |
| nand3b_1 | 4 |
| nor4_1 | 4 |
| mux2_2 | 4 |
| fa_1 | 4 |
| buf_4 | 4 |
| and4b_1 | 3 |
| or4_1 | 3 |
| o21bai_1 | 3 |
worst max-delay path by stage:
stage,start,end,slack [ns],cells past startpoint
CTS,radius[0],ball_y[5],0.62,14
global route,radius[0],ball_y[7],0.38,14
finish,radius[0],ball_y[5],0.61,14
report_power, final:
| part | switching [mW] | internal [mW] | total [mW] |
|---|---|---|---|
| logic | 0.0607 | 0.0476 | 0.108 |
| registers | 0.00234 | 0.402 | 0.404 |
| clock network | 0.135 | 0.150 | 0.285 |
worst register-to-register path, delay by kind of cell (launching register included):
kind / cells / cell delay, ns
adders and majority gates: 1 / 0.32
and+or+nand+nor: 4 / 1.18
DFF: 1 / 0.50
muxes: 1 / 0.15
AOI/OAI and AO/OA: 5 / 1.21
buffers and inverters: 1 / 0.31
cell type report:
cell class | count | area, sq um
inverters | 24 | 90.09
clock inverters | 1 | 30.03
repair buffers | 34 | 325.3
fillers | 1009 | 5572
well taps | 136 | 170.2
flip-flops and latches | 50 | 1001
clock buffers | 7 | 76.32
multi-input cells | 403 | 3013
cell families after synthesis:
kind of cell    Yosys count  synth area share
compound gates          129            0.2127
simple gates            162            0.2041
fa+ha+maj                55            0.1708
buf+inv                  46           0.04552
flops                    50            0.2380
xor+xnor                 27           0.05623
mux                      30           0.07260
metal layers:
layer  vias to the layer above  routed length, microns  part of all wire
met5                         -                       0                 0
met1                      1636                    4595              0.51
met2                        30                    4139              0.46
met4                         0                      70            0.0078
met3                         5                     204             0.023
li1                       1874                       -                 -
metrics by stage:
stage | hold slack [ns] | std cells | utilization
floorplan | 0.4197 | 499 | -
global placement | 0.4271 | 647 | 0.4475
detailed placement | 0.4414 | 647 | 0.4475
CTS | 0.4547 | 655 | 0.4579
global route | 0.4809 | 655 | 0.4579
finish | 0.4456 | 655 | 0.4579
